==> design.v <==
module lsu(
    input  logic        i_clk,          
    input  logic        i_rst,          
    input  logic [31:0] i_ls_addr, 
    input  logic [31:0] i_st_data, 
    input  logic        i_lsu_wren,      
    input  logic [31:0] ins,  
    input  logic [31:0] i_io_sw,      
    input  logic [31:0] i_io_btn,
    output logic [31:0] o_ld_data, 
    output logic [31:0] LEDR,   
    output logic [31:0] o_io_ledg,   
    output logic [31:0] o_io_hex0_7, 
    output logic [31:0] o_io_lcd
);
    logic [31:0] data_memory [0:2047];
    logic [31:0] addr;
    always_comb begin
        addr = i_ls_addr - 32'h2000;
    end
    always_ff @(posedge i_clk or negedge i_rst) begin
        if (!i_rst) begin
            for (int i = 0; i < 2048; i++) 
                data_memory[i] <= 32'b0;
            LEDR   <= 32'b0;
            o_io_ledg   <= 32'b0;
            o_io_hex0_7 <= 32'b0;
            o_io_lcd    <= 32'b0;
        end 
        else if (i_lsu_wren) begin
            case (i_ls_addr[31:12])
                20'b000000000010,  
                20'b000000000011:  
                begin
                    case (ins[6:0])
                        7'b0100011: begin  
                            case (ins[14:12])
                                3'b010:  
                                    data_memory[addr[12:2]] <= i_st_data;
                                3'b000:  
                                    case (i_ls_addr[1:0])
                                        2'b00: data_memory[addr[12:2]][7:0]   <= i_st_data[7:0];
                                        2'b01: data_memory[addr[12:2]][15:8]  <= i_st_data[7:0];
                                        2'b10: data_memory[addr[12:2]][23:16] <= i_st_data[7:0];
                                        2'b11: data_memory[addr[12:2]][31:24] <= i_st_data[7:0];
                                        default: ; 
                                    endcase
                                3'b001:  
                                    case (i_ls_addr[1])
                                        1'b0: data_memory[addr[12:2]][15:0]  <= i_st_data[15:0];
                                        1'b1: data_memory[addr[12:2]][31:16] <= i_st_data[15:0];
                                        default: ; 
                                    endcase
                                default: ; 
                            endcase
                        end
                        default: ; 
                    endcase
                end
                default: ; 
            endcase
            case (i_ls_addr)
                32'h00007000, 32'h00007004, 32'h00007008, 32'h0000700C: 
                    LEDR = i_st_data;
                32'h00007010, 32'h00007014, 32'h00007018, 32'h0000701C: 
                    o_io_ledg = i_st_data;
                32'h00007020, 32'h00007024: 
                    o_io_hex0_7 = i_st_data;
                32'h00007030, 32'h00007034, 32'h00007038, 32'h0000703C: 
                    o_io_lcd = i_st_data;
                default: ; 
            endcase
        end
    end
    always_comb begin
        o_ld_data = 32'b0; 
        case (i_ls_addr[31:12])  
            20'b000000000010,   
            20'b000000000011:   
            begin
                case (ins[6:0])
                    7'b0000011: begin  
                        case (ins[14:12])
                            3'b010:  
                                o_ld_data = data_memory[addr[12:2]];
                            3'b000:  
                                case (i_ls_addr[1:0])
                                    2'b00: o_ld_data = {{24{data_memory[addr[12:2]][7]}}, data_memory[addr[12:2]][7:0]};
                                    2'b01: o_ld_data = {{24{data_memory[addr[12:2]][15]}}, data_memory[addr[12:2]][15:8]};
                                    2'b10: o_ld_data = {{24{data_memory[addr[12:2]][23]}}, data_memory[addr[12:2]][23:16]};
                                    2'b11: o_ld_data = {{24{data_memory[addr[12:2]][31]}}, data_memory[addr[12:2]][31:24]};
                                    default: o_ld_data = 32'b0;  
                                endcase
                            3'b100:  
                                case (i_ls_addr[1:0])
                                    2'b00: o_ld_data = {24'b0, data_memory[addr[12:2]][7:0]};
                                    2'b01: o_ld_data = {24'b0, data_memory[addr[12:2]][15:8]};
                                    2'b10: o_ld_data = {24'b0, data_memory[addr[12:2]][23:16]};
                                    2'b11: o_ld_data = {24'b0, data_memory[addr[12:2]][31:24]};
                                    default: o_ld_data = 32'b0;  
                                endcase
                            3'b001:  
                                case (i_ls_addr[1])
                                    1'b0: o_ld_data = {{16{data_memory[addr[12:2]][15]}}, data_memory[addr[12:2]][15:0]};
                                    1'b1: o_ld_data = {{16{data_memory[addr[12:2]][31]}}, data_memory[addr[12:2]][31:16]};
                                    default: o_ld_data = 32'b0; 
                                endcase
                            default: o_ld_data = 32'b0; 
                        endcase
                    end
                    default: o_ld_data = 32'b0; 
                endcase
            end
            default: o_ld_data = 32'b0; 
        endcase
        case (i_ls_addr)
            32'h00007800, 32'h00007804, 32'h00007808, 32'h0000780C: 
                o_ld_data = i_io_sw;
            default:  o_ld_data = 0; 
        endcase
        case (i_ls_addr)
            32'h00007810, 32'h00007814, 32'h00007818, 32'h0000781C: 
                o_ld_data = i_io_btn;
            default: o_ld_data = 0; 
        endcase
    end
endmodule
==> run.sh <==
#!/bin/bash
# OpenROAD 26Q1-2900-gdf79404cd8, Yosys 0.63+post, stock flow scripts
make -C /OpenROAD-flow-scripts/flow DESIGN_CONFIG=/design/flow/config.mk WORK_HOME=/design/flow/orfs finish
==> config.mk <==
export PLATFORM = sky130hd
export DESIGN_NAME = lsu
export DESIGN_NICKNAME = lsu
export VERILOG_FILES = /design/flow/design.v
export SDC_FILE = /design/flow/constraint.sdc
export NUM_CORES = 4
export LEC_CHECK = 1
export CORE_AREA = 10 10 204 204
export DIE_AREA = 0 0 214 214
==> constraint.sdc <==
current_design lsu

set clk_period 8.0
set clk_io_pct 0.2

create_clock -name clk0 -period $clk_period [get_ports {i_clk}]

set non_clock_inputs [all_inputs -no_clocks]
set_input_delay [expr $clk_period * $clk_io_pct] -clock clk0 $non_clock_inputs
set_output_delay [expr $clk_period * $clk_io_pct] -clock clk0 [all_outputs]
==> impl_metrics.prom <==
# HELP chip_impl_metric Flow report values
# TYPE chip_impl_metric gauge
chip_impl_info{name="run_status",value="completed"} 1
chip_impl_metric{name="number_of_i_o_port_buffers",unit=""} 257
chip_impl_metric{name="ys_seq_elements",unit=""} 128
chip_impl_metric{name="die_h",unit="um"} 214
chip_impl_metric{name="dpl.hpwl",unit="mm"} 14.4
chip_impl_info{name="worstHoldEndpoint",value="o_io_hex0_7[0]"} 1
chip_impl_metric{name="drive_above_1_share",unit="%"} 30.5
chip_impl_metric{name="final_antenna_net_count",unit=""} 0
chip_impl_metric{name="detailedRoute.firstPassIterationCount",unit=""} 4
chip_impl_metric{name="floorplan.initialDensity",unit="%"} 15.3
chip_impl_metric{name="post_cts.resized_instances",unit=""} 0
chip_impl_metric{name="die_w",unit="um"} 214
chip_impl_metric{name="power-per-cell-area",unit="mW/mm2"} 163
chip_impl_metric{name="grt_max_degree",unit=""} 47
chip_impl_info{name="cp_common_cell",value="sky130_fd_sc_hd__clkdlybuf4s50_1"} 1
chip_impl_metric{name="worst-endpoint-required",unit="ps"} 6400
chip_impl_metric{name="synth_chip_area",unit="mm2"} 0.00574
chip_impl_metric{name="finalClockSkew",unit="ps"} 0
chip_impl_metric{name="largest_vdd_supply_drop",unit="V"} 0.000113
chip_impl_metric{name="buffer_and_inverter_count_on_the_worst_path",unit=""} 3
chip_impl_metric{name="initial_antenna_violation_count",unit=""} 1
chip_impl_metric{name="via_count",unit=""} 3759
chip_impl_metric{name="synth_area_per_cell",unit="um2"} 17.7
chip_impl_metric{name="dp_slack",unit="ps"} 2420
chip_impl_metric{name="cts.repair_timing.setup_buffer_count",unit=""} 0
chip_impl_info{name="worst_path_max_delay_cell",value="sky130_fd_sc_hd__clkdlybuf4s50_1"} 1
chip_impl_info{name="r2r_start",value="LEDR[24]"} 1
chip_impl_info{name="common_cells",value="sky130_fd_sc_hd__dfrtp_1, sky130_fd_sc_hd__mux2_4, sky130_fd_sc_hd__and2_1, sky130_fd_sc_hd__buf_8, sky130_fd_sc_hd__mux2_2"} 1
chip_impl_info{name="top_cell",value="sky130_fd_sc_hd__dfrtp_1"} 1
chip_impl_metric{name="place_congestion",unit=""} 0.806
chip_impl_metric{name="first_global_vias",unit=""} 4234
chip_impl_metric{name="rows",unit=""} 71
chip_impl_info{name="cts_tree",value="done"} 1
chip_impl_info{name="synth.top_cells.by_area",value="sky130_fd_sc_hd__dfrtp_1, sky130_fd_sc_hd__mux2_4, sky130_fd_sc_hd__and2_1, sky130_fd_sc_hd__buf_8, sky130_fd_sc_hd__mux2_2"} 1
chip_impl_metric{name="ctsHtreeMaxLevel",unit=""} 4
chip_impl_metric{name="reg2reg_slack",unit="ps"} 7220
chip_impl_metric{name="grt_util_all_layers",unit="%"} 8.42
chip_impl_metric{name="setup_ws",unit="ps"} 2500
chip_impl_info{name="crit_type",value="in2out"} 1
chip_impl_info{name="endpoint_of_the_most_critical_register_to_register_path",value="LEDR[24]"} 1
chip_impl_metric{name="setup_violation_total_in_the_final_timing_report",unit=""} 0
chip_impl_metric{name="dr.first_iter.drc_count",unit=""} 102
chip_impl_metric{name="fin_crit_sh",unit="%"} 68.8
chip_impl_info{name="grt_setup_unrepaired",value="false"} 1
chip_impl_metric{name="final_hold_violation_count",unit=""} 0
chip_impl_metric{name="timing_max_transition_violations_final",unit=""} 0
chip_impl_metric{name="tritoncts.num_buffers",unit=""} 17
chip_impl_metric{name="async_set_or_reset_flop_fraction_in_the_synthesized_netlist",unit="%"} 100
chip_impl_metric{name="clk_path_buf_depth",unit=""} 2
chip_impl_metric{name="ys_cells",unit=""} 325
chip_impl_metric{name="drt-vias-per-instance",unit=""} 3.35
chip_impl_metric{name="top_cell_area_share",unit="%"} 55.8
chip_impl_metric{name="post_synth_instance_area",unit="mm2"} 0.00574
chip_impl_info{name="cpLargestDelayFamily",value="buffers and inverters"} 1
chip_impl_metric{name="leakagePower",unit="nW"} 4.05
chip_impl_metric{name="finalSetupTns",unit="ps"} 0
chip_impl_info{name="ys.flop_type",value="sky130_fd_sc_hd__dfrtp_1"} 1
chip_impl_metric{name="worstSkewPairLatency",unit="ps"} 420
chip_impl_metric{name="worst_slew_margin_rel",unit="%"} 60.8
chip_impl_metric{name="worst_hold_path.num_cells",unit=""} 1
chip_impl_info{name="hp-class",value="reg2reg"} 1
chip_impl_metric{name="achievable-frequency",unit="MHz"} 182
chip_impl_metric{name="number_of_enable_type_register_cells_in_the_synthesized_netlist",unit=""} 0
chip_impl_metric{name="number_of_antenna_diodes",unit=""} 0
chip_impl_info{name="critPathCaptureType",value="output port"} 1
chip_impl_metric{name="worst-endpoint-arrival",unit="ps"} 3900
chip_impl_metric{name="max_slew.worst_pin.slew",unit="ps"} 588
chip_impl_metric{name="critical_path_peak_fanout",unit=""} 32
chip_impl_metric{name="cts_hold_repair.buffers",unit=""} 0
chip_impl_info{name="cp_launch_type",value="input pin"} 1
chip_impl_info{name="top_area_cell",value="sky130_fd_sc_hd__dfrtp_1"} 1
chip_impl_metric{name="yosys.stat.seqShare",unit="%"} 55.8
chip_impl_info{name="cts.root.buffer_cell",value="sky130_fd_sc_hd__clkbuf_16"} 1
chip_impl_metric{name="area.growth.synth_to_final",unit="%"} 64.9
chip_impl_metric{name="io-pin-count",unit=""} 323
chip_impl_metric{name="drv.max_cap_violation_count",unit=""} 0
chip_impl_metric{name="syn-instance-count",unit=""} 325
chip_impl_metric{name="tally_of_yosys_warning_messages",unit=""} 2
chip_impl_info{name="timing.critical_path.cells",value="clkdlybuf4s50_1 -> nor4_2 -> nand4_4 -> nor3_2 -> buf_4 -> and2_1 -> clkdlybuf4s50_1"} 1
chip_impl_metric{name="grt_first_pass_wirelength",unit="mm"} 29.1
chip_impl_metric{name="drt-wirelength-per-cell",unit="um"} 17.2
chip_impl_metric{name="route.final.wire_length",unit="mm"} 19.3
chip_impl_metric{name="drc_errors",unit=""} 0
chip_impl_info{name="hold_path_startpoint",value="o_io_hex0_7[0]"} 1
chip_impl_metric{name="total_power",unit="mW"} 1.54
chip_impl_metric{name="yosysUniqueCellTypes",unit=""} 17
chip_impl_metric{name="final.min_clock_period",unit="ps"} 5500
chip_impl_metric{name="grt.overflow.total",unit=""} 0
chip_impl_metric{name="reg2regPathDepth",unit=""} 1
chip_impl_metric{name="dieArea",unit="mm2"} 0.0458
chip_impl_metric{name="timing.critical_path.slowest_cell_delay",unit="ps"} 590
chip_impl_metric{name="number_of_clock_sinks",unit=""} 128
chip_impl_metric{name="core_area",unit="mm2"} 0.0374
chip_impl_metric{name="warning_count",unit=""} 90
chip_impl_metric{name="clk_pin_slew_worst_paths",unit="ps"} 60
## flip-flops by register name, indices dropped and copies added (netlist names)
name         cells
LEDR            32
o_io_ledg       32
o_io_lcd        32
o_io_hex0_7     32
## layout make-up
class / instances / area [um2]
timing repair buffer: 268 / 2660
fill: 3867 / 27900
clock buffer: 19 / 453
multi-input combinational: 182 / 2350
sequential: 128 / 3200
clock inverter: 13 / 160
tap: 511 / 639
## cells in the final DEF (no fill, tap or decap), drive strengths merged, types with 2 or more instances in the layout
master           n
clkdlybuf4s50  256
dfrtp          128
mux2           128
and2            32
clkbuf          19
buf             12
nor4             7
clkinv           6
nor4b            3
nand2            3
bufinv           3
nand2b           2
clkinvlp         2
inv              2
nor3             2
## worst max path at each step
stage / startpoint / end / slack (ps) / depth (start not counted)
finish: i_ls_addr[21] / o_ld_data[23] / 2500 / 7
CTS: i_ls_addr[21] / o_ld_data[23] / 2400 / 7
global route: i_ls_addr[9] / o_ld_data[23] / 2320 / 7
## layer usage
metal / track usage, % / wire, um / share of wire (%) / vias to the layer above
li1: - / - / - / 1691
met1: 11.0 / 8310 / 43 / 1853
met2: 13.1 / 8790 / 46 / 204
met3: 3.76 / 1910 / 9.9 / 11
met4: 1.00 / 275 / 1.4 / 0
met5: 0 / 0 / 0 / -
## kinds of logic (layout without fill, tap and decap cells)
group                  count (synthesis)  in the layout  synth area share, %
and+or+nand+nor                       54             54                 7.87
DFF                                  128            128                 55.8
buffers and inverters                 15            300                 3.34
muxes                                128            128                 33.0
## through the flow
stage	instances	cell area (um2)	hold slack, ps	util (%)
6_report	1121	9460	509	25.3
5_1_grt	1121	9460	523	25.3
4_1_cts	1121	9460	512	25.3
3_5_place_dp	1089	8850	492	23.7
3_3_place_gp	1089	8850	490	23.7
2_1_floorplan	325	5740	456	-
## report_power, final
group / internal, mW / switching [mW]
clock network: 0.507 / 0.305
logic: 0.0455 / 0.0329
registers: 0.648 / 0.0000000104
total: 1.20 / 0.338
Power is estimated from default activity; no workload was simulated.
