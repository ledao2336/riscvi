<file path="./config.mk">
export PLATFORM = sky130hd
export DESIGN_NAME = Reg_file
export DESIGN_NICKNAME = Reg_file
export VERILOG_FILES = /design/flow/design.v
export SDC_FILE = /design/flow/constraint.sdc
export NUM_CORES = 4
export LEC_CHECK = 1
export CORE_UTILIZATION = 40
</file>
<file path="./constraint.sdc">
current_design Reg_file

set clk_period 8.1
set clk_io_pct 0.2

create_clock -name clk0 -period $clk_period [get_ports {clk}]

set non_clock_inputs [all_inputs -no_clocks]
set_input_delay [expr $clk_period * $clk_io_pct] -clock clk0 $non_clock_inputs
set_output_delay [expr $clk_period * $clk_io_pct] -clock clk0 [all_outputs]
</file>
<file path="./design.v">
module Reg_file(
    input bit clk, reset_n,
    input logic [4:0] rs1, rs2, rd,
    input bit write_enable,
    output logic [31:0] rs1_data, rs2_data,
    input logic [31:0] rd_data
);
    logic [31:0] mem [31:0];
    always_ff @(negedge reset_n or posedge clk) begin
        if (!reset_n) begin
            mem[0] <= 32'b0;
            for (int i = 1; i < 32; i++) begin
                mem[i] <= 32'b0;
            end
        end else if (write_enable && rd != 5'b00000) begin
            mem[rd] <= rd_data;
        end
    end
    always_comb begin
        if (rs1 == 5'b00000)
            rs1_data = 32'b0;
        else
            rs1_data = mem[rs1];
        if (rs2 == 5'b00000)
            rs2_data = 32'b0;
        else
            rs2_data = mem[rs2];
    end
endmodule
</file>
<file path="./run.sh">
#!/bin/bash
# OpenROAD 26Q1-2900-gdf79404cd8, Yosys 0.63+post, stock flow scripts
make -C /OpenROAD-flow-scripts/flow DESIGN_CONFIG=/design/flow/config.mk WORK_HOME=/design/flow/orfs finish
</file>
==> flow_summary.yaml <==
# flow metrics
global_route:
  grt_most_used_layer: "met2"
  grt_use_met3_pct: 29.6
  groute.usage.overall_pct: 44.8
  first_global_vias: 46200
  antenna_violations_before_repair: 28
  met2_usage_in_global_routing_pct: 57.2
  first_pass_grt_wire_length_um: 387000
  grt_overflow_total: 0
  grt_start_max_net_pins: 122
  groute.layer.met1.usage_pct: 55.1
floorplanning:
  die_width_um: 362
  num_rows: 131
  chipHeight_um: 362
  top_level_ports: 114
  chip_area_mm2: 0.131
  floorplan.core_util_pct: 40.5
  core-area_mm2: 0.128
finish:
  n_fill_cell: 11500
  largest_regs: "mem: 992 flops"
  largest_register_ffs: 992
  drive_above_1_share_pct: 33.5
  final_layout_top_logic_cells: "sky130_fd_sc_hd__mux2_2, sky130_fd_sc_hd__dfrtp_1, sky130_fd_sc_hd__nand3_1, sky130_fd_sc_hd__a22oi_1, sky130_fd_sc_hd__buf_4"
  synthToLayoutAreaGrowth_pct: 14.9
  registers.top_by_ff_count: "mem"
  layout_top_cell_excl_fill_tap: "sky130_fd_sc_hd__mux2_2"
power_and_ir_drop:
  total_power_mw: 14.6
  power_density_mw_per_mm2: 245
  vdd_drop_max_uv: 182
  p_leak_nw: 25.5
detailed_routing:
  vias_after_detailed_routing: 48200
  drt_drc_violations_left: 0
  wl_um: 284000
  detail_route.first_pass.iterations: 8
  detail-route-antenna-nets: 0
  dr.first_iter.drc_count: 7163
  via_per_inst: 7.41
  wl_per_cell_um: 43.8
worst_setup_path:
  worst-r2r-cell-count: 1
  startpoint: "rs1[0]"
  critical_path.reg2reg.startpoint: "mem[20][1]$_DFFE_PN0P_"
  endpoint: "rs1_data[5]"
  crit_fanout: 32
  end_kind: "primary output"
  cp_class: "in -> out"
  cp.arrival_ns: 5.72
  crit_required_ns: 6.48
  worstSetupStartpointType: "input pin"
  timing.reg2reg.setup_slack_ns: 7.12
  regToRegEndpoint: "mem[20][1]$_DFFE_PN0P_"
clock_tree:
  tritoncts_clock_tree: "yes"
  clockBufferDepth: 3
  cts-buffers-inserted: 108
  cts_resized: 0
  hold_buffers: 0
  cts_setup_buffers: 0
  worst_skew_pair.late_latency_ns: 0.76
  htree_levels: 3
  tritoncts_num_sinks: 992
  cts.reportedPaths.clkPinSlew_ns: 0.06
  clock-root-buffer: "sky130_fd_sc_hd__clkbuf_16"
yosys:
  ys_warn_count: 2
  yosys-stat-cells: 4673
  async_reset_ff_share_pct: 100
  synth_area_per_cell_um2: 11.1
  synthDistinctLibCells: 68
  synthesis.area_mm2: 0.0519
  ys.flop_type: "sky130_fd_sc_hd__dfrtp_1"
  number_of_flops_mapped_to_enable_cells_by_yosys: 0
  yosys_register_bits: 992
  synth_cells: 4673
  postSynthSeqShare_pct: 47.9
  synth-area-yosys_mm2: 0.0519
final_timing:
  timing.max_slew.rel_slack_pct: 24.9
  fin_setup_tns_ns: 0
  finalMaxSlewViolations: 0
  tightest_slew_ns: 1.12
  min_period_over_period_pct: 90.6
  hold_viol: 0
  fin_worst_skew_ns: 0
  layout_min_cycle_time_ns: 7.34
  setup_violations: 0
  rsz0062_at_grt: "no"
  timing.fmax_mhz: 136
place:
  dp.final_hpwl_um: 175000
  port_buffers: 113
  globalplace.congestion: 1.06
flow_run:
  timing.max_cap.violations: 0
  log.warning_count: 41
status:
  status: "finished clean"
worst_hold_path:
  holdCritPathClass: "reg -> reg"
-- synth_stat cells (15+ instances only) --
| cell type | number | area share [%] |
|---|---|---|
| sky130_fd_sc_hd__a2111oi_0 | 63 | 1.1 |
| sky130_fd_sc_hd__a21oi_1 | 76 | 0.73 |
| sky130_fd_sc_hd__a222oi_1 | 42 | 0.81 |
| sky130_fd_sc_hd__a22o_1 | 54 | 0.91 |
| sky130_fd_sc_hd__a22oi_1 | 314 | 4.5 |
| sky130_fd_sc_hd__a31oi_1 | 56 | 0.68 |
| sky130_fd_sc_hd__and2_1 | 19 | 0.23 |
| sky130_fd_sc_hd__and3_1 | 209 | 2.5 |
| sky130_fd_sc_hd__and4_1 | 38 | 0.64 |
| sky130_fd_sc_hd__buf_1 | 79 | 0.57 |
| sky130_fd_sc_hd__buf_2 | 134 | 1.3 |
| sky130_fd_sc_hd__clkbuf_1 | 302 | 2.2 |
| sky130_fd_sc_hd__dfrtp_1 | 992 | 48 |
| sky130_fd_sc_hd__mux2_2 | 999 | 22 |
| sky130_fd_sc_hd__nand2_1 | 74 | 0.54 |
| sky130_fd_sc_hd__nand3_1 | 653 | 6.3 |
| sky130_fd_sc_hd__nand4_1 | 203 | 2.4 |
| sky130_fd_sc_hd__nor2_1 | 55 | 0.40 |
| sky130_fd_sc_hd__nor2_2 | 15 | 0.18 |
| sky130_fd_sc_hd__nor2b_1 | 15 | 0.18 |
| sky130_fd_sc_hd__nor3_1 | 28 | 0.27 |
| sky130_fd_sc_hd__nor4_1 | 41 | 0.49 |
| sky130_fd_sc_hd__o31a_1 | 18 | 0.30 |
-- cell families (layout without fill, tap and decap cells) --
logic type             count (synthesis)  after routing  share of synthesized area (%)
buffers and inverters                525            593                           4.18
AND-OR/OR-AND                        710            710                           10.5
AND/OR/NAND/NOR                     1433           1433                           15.5
flip-flops                           992            992                           47.9
multiplexers                        1013           1013                           22.0
other                                  0             25                              0
-- final cells by class --
type / count / area [µm²] / area share (%)
antenna: 25 / 62.6 / 0.105
tap: 1729 / 2160 / 3.63
sequential: 992 / 24800 / 41.7
clock buffer: 154 / 3180 / 5.34
multi-input combinational: 3156 / 25300 / 42.5
timing repair buffer: 386 / 3310 / 5.56
inverter: 4 / 15.0 / 0.0252
clock inverter: 49 / 697 / 1.17
-- worst max-delay path, cell delays in order --
cell and delay, ns:
sky130_fd_sc_hd__buf_4 0.51, sky130_fd_sc_hd__and3b_2 0.88, sky130_fd_sc_hd__and2_2 0.84, sky130_fd_sc_hd__buf_4 0.36
sky130_fd_sc_hd__a22o_1 0.17, sky130_fd_sc_hd__nor4_1 0.05, sky130_fd_sc_hd__a31oi_1 0.59, sky130_fd_sc_hd__clkdlybuf4s50_1 0.60
-- metrics by stage --
stage	instances	util [%]	instance area, µm²	setup slack, ns	hold slack (ns)
3_3_place_gp	6266	43.5	55600	1.08	0.504
6_report	6495	46.5	59600	0.758	0.525
4_1_cts	6469	46.5	59500	1.05	0.522
2_1_floorplan	4673	-	51900	3.29	0.485
5_1_grt	6470	46.5	59500	0.893	0.540
3_5_place_dp	6266	43.5	55600	1.05	0.509
-- power by group --
group / leakage, nW / switching (mW) / internal [mW]
clock: 1.89 / 2.25 / 3.21
sequential: 12.7 / 1.06 / 5.91
combinational: 10.9 / 1.10 / 1.08
-- layer usage --
metal,vias up,wire length (µm)
met1,23900,98100
met2,4685,110000
met4,33,25500
li1,17900,-
met3,1601,50500
met5,-,537
-- worst min path at each step --
stage,startpoint,endpoint,slack (ns),cells after the start
CTS,mem[20][10]$_DFFE_PN0P_,mem[20][10]$_DFFE_PN0P_,0.52,1
global route,mem[17][18]$_DFFE_PN0P_,mem[17][18]$_DFFE_PN0P_,0.54,1
finish,mem[23][11]$_DFFE_PN0P_,mem[23][11]$_DFFE_PN0P_,0.52,1
Power is estimated from default activity; no workload was simulated.
